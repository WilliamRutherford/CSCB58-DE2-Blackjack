**./config.mk**
```make
export PLATFORM = sky130hd
export DESIGN_NAME = Deck
export DESIGN_NICKNAME = Deck
export VERILOG_FILES = /design/flow/design.v
export SDC_FILE = /design/flow/constraint.sdc
export NUM_CORES = 4
export LEC_CHECK = 1
export CORE_AREA = 10 10 105 105
export DIE_AREA = 0 0 115 115
```
**./constraint.sdc**
```tcl
current_design Deck

set clk_period 5.2
set clk_io_pct 0.2

create_clock -name clk0 -period $clk_period [get_ports {clk}]

set non_clock_inputs [all_inputs -no_clocks]
set_input_delay [expr $clk_period * $clk_io_pct] -clock clk0 $non_clock_inputs
set_output_delay [expr $clk_period * $clk_io_pct] -clock clk0 [all_outputs]
```
**./design.v**
```verilog
module Deck_Draw(SW, KEY, LEDR, LEDG, CLOCK_50, LCD_ON, LCD_BLON, LCD_RW, LCD_EN, LCD_RS, LCD_DATA, HEX7, HEX6, HEX5, HEX4);
input  [2:0]KEY;
input [2:0] SW;
input LCD_ON;
input LCD_BLON;
input LCD_RW;
input LCD_EN;
input LCD_RS;
input [7:0] LCD_DATA;
input CLOCK_50;
output [8:0]LEDR;
output [1:0]LEDG;
output [6:0]HEX7;
output [6:0]HEX6;
output [6:0]HEX5;
output [6:0]HEX4;
hex_display d1(.IN(scoreD[3:0]), .OUT(HEX4));
hex_display d10(.IN(scoreD[5:4]), .OUT(HEX5));
hex_display p1(.IN(scoreP[3:0]), .OUT(HEX6));
hex_display p10(.IN(scoreP[5:4]), .OUT(HEX7));
wire [3:0] card_points;
wire [5:0] scoreP;
wire [5:0] scoreD;
wire counter;
wire dealerTurn;
wire win  = 0;
wire lose = 0;
	Deck deck1(.go(KEY[1]), .reset(KEY[0]), .clk(KEY[2]), .card_points(card_points), .result(LEDR[5:0]), .counter2(counter));
	adder a1(.clk(KEY[2]), .card_point(card_points), .out(scoreP), .hit(SW[2]), .pass(SW[1]), .reset(SW[0]), .count2(counter),
				.dealerTurn(dealerTurn));
	adderD a2(.clk(KEY[2]), .card_point(card_points), .out(scoreD), .reset(SW[0]), .count2(counter), .dealerTurn(dealerTurn));
	blackJack bjgame(.clk(KEY[2]), .pScore(scoreP), .dScore(scoreD), .swhit(SW[2]), .swpass(SW[1]), .swreset(SW[0]), .dealerTurn(dealerTurn), 
						  .stateValues(LEDR[8:6]), .gameResult(LEDG[1:0]), .winner(win), .loser(lose));
	blackjack_lcd display(.dValue(scoreD), .pValue(scoreP), .gameOver(lose), .playerWon(win), .clk(CLOCK_50), .currCard(result), 
								 .LCD_ON(LCD_ON), .LCD_BLON(LCD_BLON), .LCD_RW(LCD_RW), .LCD_EN(LCD_EN), .LCD_RS(LCD_RS), .LCD_DATA(LCD_DATA));
endmodule
module Deck(go, reset, clk, card_points, result, counter2);
	input go;
	input reset;
	input clk;
	output reg [3:0] card_points = 0;
	output reg [5:0] result = 0;
	output reg counter2 = 0;
	reg counter = 0;
	wire [5:0] out;
	reg lsrf_enable;
	reg [5:0] card_num;
	lfsr l1(.out(out), .enable(lsrf_enable), .clk(clk), .reset(reset));
	always @(posedge clk) 
	   begin
		 if(go && ~lsrf_enable) begin
		  lsrf_enable = 1'b1;
		end else if( lsrf_enable) begin
			counter = 1;
			result = out;
			card_num = result >> 2;
			if( card_num != 1'b0 && card_num < 4'd9 ) 
			    begin
				result = result + 4'b0100;
			    end
			 else if( card_num != 1'b0 && card_num != 4'b1110)
				begin
			   result = result + 5'b01100;
			   end
		 end
		else if(reset)begin
			lsrf_enable = 0;
		end
	end 
	always @(posedge clk) 
	   begin
			case(result)
			6'b0000: card_points <= 4'd1;
			6'b0010: card_points <= 4'd2;
			6'b0011: card_points <= 4'd3;
			6'b0100: card_points <= 4'd4;
			6'b0101: card_points <= 4'd5;
			6'b0110: card_points <= 4'd6;
			6'b0111: card_points <= 4'd7;
			6'b1000: card_points <= 4'd8;
			6'b1001: card_points <= 4'd9;
			6'b1100: card_points <= 4'd10;
			6'b1101: card_points <= 4'd10;
			6'b1110: card_points <= 4'd10;
			6'b1111: card_points <= 4'd10;
			endcase
		end
	always @(posedge clk) 
	   begin
			if (result == 6'b0000xx && counter2 == 0)
			begin
				counter2 <= counter2 + 1;
			end else if (result == 6'b0000xx && counter2 == 1) begin
			   counter2 <= counter2 + 1;
				end
		end
endmodule
module lfsr    (
 out             ,   
enable          ,   
clk             ,   
reset               
);
 output [5:0] out;
 input enable, clk, reset;
 reg [5:0] out;
wire        linear_feedback;
reg [15:0] counter;
 assign linear_feedback =  ! (out[4] ^ out[2]) ^ counter [8] ;
 assign linear_feedbac =  (out[1] ^ out[0]) ^ (!counter [3]) ;
always @(posedge clk)
begin
    counter = counter + linear_feedback;
	 if (reset) begin  
		out <= counter % 7'b0100000 ;
	end else if (enable) begin
		out <= {linear_feedbac,
				out[3],
				 out[2],out[1],
				 out[0], linear_feedback};
	   counter = counter + out;
	 end 
 end
 endmodule  
 module card_display(IN, OUT);
    input [5:0] IN;
	 output reg [7:0] OUT;
	 wire card_value = IN << 2;
	 always @(*)
	 begin
		case(card_value)
			4'b0000: OUT = 7'b0001000;  
			4'b0010: OUT = 7'b0100100;  
			4'b0011: OUT = 7'b0110000;  
			4'b0100: OUT = 7'b0011001;  
			4'b0101: OUT = 7'b0010010;  
			4'b0110: OUT = 7'b0000010;  
			4'b0111: OUT = 7'b1111000;  
			4'b1000: OUT = 7'b0000000;  
			4'b1001: OUT = 7'b0011000;  
			4'b1100: OUT = 7'b1000000;  
			4'b1101: OUT = 7'b1100001;  
			4'b1110: OUT = 7'b0100011;  
			4'b1111: OUT = 7'b1001001;  
			default: OUT = 7'b0111111;
		endcase
	end
endmodule
module hex_display(IN, OUT);
    input [3:0] IN;
	 output reg [7:0] OUT;
	 always @(*)
	 begin
		case(IN[3:0])
			4'b0000: OUT = 7'b1000000;
			4'b0001: OUT = 7'b1111001;
			4'b0010: OUT = 7'b0100100;
			4'b0011: OUT = 7'b0110000;
			4'b0100: OUT = 7'b0011001;
			4'b0101: OUT = 7'b0010010;
			4'b0110: OUT = 7'b0000010;
			4'b0111: OUT = 7'b1111000;
			4'b1000: OUT = 7'b0000000;
			4'b1001: OUT = 7'b0011000;
			4'b1010: OUT = 7'b0001000;
			4'b1011: OUT = 7'b0000011;
			4'b1100: OUT = 7'b1000110;
			4'b1101: OUT = 7'b0100001;
			4'b1110: OUT = 7'b0000110;
			4'b1111: OUT = 7'b0001110;
			default: OUT = 7'b0111111;
		endcase
	end
endmodule
```
**./run.sh**
```bash
#!/bin/bash
# OpenROAD 26Q1-2900-gdf79404cd8, Yosys 0.63+post, stock flow scripts
make -C /OpenROAD-flow-scripts/flow DESIGN_CONFIG=/design/flow/config.mk WORK_HOME=/design/flow/orfs finish
```
==> flow_summary_export.csv <==
group,metric,value,unit
yosys,edf_count,5,
cts,clock_latency,0.26,ns
cts,cts.path.max_buffers,2,
floorplanning,die_y,115,um
sta,rsz0062_at_grt,"no",
run,log.warning_count,28,
drt,drt_iter0_drc,31,
global_routing,grt_pass1_wl,4.31,mm
cells_and_area,lay_top_count,"dfxtp_1",
cells_and_area,mostFrequentLayoutCells,"21 x dfxtp_1, 14 x xnor2_1, 13 x inv_1",
critical_path,crit_chain,"xor2_1, xnor2_1, ha_1, ha_1, nand3_2, xnor2_1, inv_1, ha_1, o21ai_0, o21bai_1, a21oi_1, nor4_2, xnor2_1",
cts,htree_levels,1,
min_path,holdCritStartpoint,"l1.out[0]$_DFF_P_",
floorplanning,die_area,13200,um^2
yosys,async_reset_ff_frac,0,
sta,worstMarginPinSlew,0.532,ns
critical_path,worstRegToRegCells,13,
yosys,netlist_area,1430,um^2
critical_path,r2r-start,"l1.out[2]$_DFF_P_",
sta,min_period,2.92,ns
cts,cts_setup_buffers,0,
critical_path,crit_path_top_delay_cell,"dfxtp_1",
sta,slew_headroom,0.644,
floorplanning,initial_utilization,0.163,
sta,finalHoldViolations,0,
sta,fin_crit_sh,0.561,
drt,num_vias,1044,
yosys,syn_area_per_cell,9.25,um^2
drt,wirelength,2.52,mm
cts,cts_tree,"yes",
critical_path,critical_path_class,"flip-flop to flip-flop",
min_path,holdPathEnd,"result[0]$_DFF_P_",
cts,cts_root_buffer,"clkbuf_8",
yosys,ys_cells,154,
yosys,yosys.stat.chipArea,1430,um^2
placed_design,dpl-instance-area,1670,um^2
global_routing,grt_antenna_before_repair,0,
cells_and_area,synthToLayoutAreaGrowth,20.3,%
sta,skew,0.00203,ns
yosys,ys_ff,26,
critical_path,cp.required,5.40,ns
floorplanning,coreArea,8760,um^2
cells_and_area,flop_area,571,um^2
drt,drc,0,
floorplanning,io_pins,14,
cells_and_area,fin_area,1710,um^2
min_path,hold_path.class,"flip-flop to flip-flop",
global_routing,grt_overflow_total,0,
floorplanning,rows,34,
cts,clk_pin_slew,0.09,ns
yosys,flop_cell,"dfxtp_1",
critical_path,rrSetupSlack,2.28,ns
sta,slew_violations,0,
critical_path,cp_slowest_stage_delay,0.46,ns
placed_design,port_buffers,12,
run,cap_violations,0,
drt,drtAntennaViolNets,0,
sta,finalSetupViolCount,0,
critical_path,cpLargestDelayFamily,"XOR/XNOR gates",
global_routing,grtUsageTotal,0.0367,
drt,antenna_cells,0,
cells_and_area,combGateArea,795,um^2
global_routing,grt_max_degree,16,
critical_path,arrival,3.12,ns
sta,finalSetupTns,0,ns
cells_and_area,drive_gt1_frac,0.0659,
critical_path,r2r-end,"l1.counter[8]$_DFF_P_",
drt,avgViaCountPerCell,3.80,
placed_design,gp_congestion,0.801,
cts,cts_sinks,26,
global_routing,grt_pass1_vias,1008,
run_status,outcome,"complete, no violations",
yosys,yosysWarnings,3,
yosys,synth_cell_types,35,
cells_and_area,nFillCells,956,
floorplanning,die_w,115,um
cts,numCtsBuffers,3,
drt,wl_per_cell,9.17,um
critical_path,startpoint_type,"flip-flop",
yosys,ys_seq_frac,0.400,
drt,first_pass_iters,4,
critical_path,cp_max_fo,6,
critical_path,critPathBufInv,1,
cts,postCtsResizedCells,0,
critical_path,cp-end-kind,"flip-flop",
cts,holdBufCountCts,0,
yosys,synthCells,154,
placed_design,dp_hpwl,1.95,mm
min_path,holdPathStages,0,
sta,max_clock_freq,0.343,GHz
[cells in the mapped netlist (2+ instances only)]
master    instances  share of area
o21ai_0          11          0.039
ha_1             11          0.097
a21boi_0          2          0.011
nor2_1           11          0.029
nand2_1           9          0.024
nand2b_1          2         0.0088
clkbuf_1          3         0.0079
inv_1            13          0.034
a211oi_1          3          0.016
xnor2_1          14          0.086
a21oi_1          10          0.035
edfxtp_1          5           0.11
nor3_1            5          0.018
nand3_1           4          0.014
nor4_1            2         0.0088
o21a_1            3          0.016
or2_2             2         0.0088
dfxtp_1          21           0.29
mux2_2            3          0.024
xor2_1            5          0.031
[sequential cells by signal (all words and copies together), names as in the netlist]
| signal | flops |
|---|---|
| card_points | 4 |
| l1.counter | 9 |
| result | 6 |
| l1.out | 6 |
| counter2 | 1 |
[worst register-to-register path, stage by stage (launching register included)]
cell and delay (ns):
dfxtp_1 0.46, xor2_1 0.21, xnor2_1 0.17, ha_1 0.23, ha_1 0.21, nand3_2 0.12, xnor2_1 0.29, inv_1 0.08
ha_1 0.32, o21ai_0 0.12, o21bai_1 0.14, a21oi_1 0.11, nor4_2 0.25, xnor2_1 0.14
[logic make-up (layout without fill, tap and decap cells)]
group / count (synthesis) / after routing / synth area share
xor gates and xnor gates: 19 / 19 / 0.117
adders and majority gates: 13 / 13 / 0.118
DFF: 26 / 26 / 0.400
and+or+nand+nor: 41 / 41 / 0.145
buffers and inverters: 16 / 29 / 0.0421
muxes: 4 / 4 / 0.0307
AOI/OAI and AO/OA: 35 / 35 / 0.148
[area by class of cell]
type	count	area share
Timing Repair Buffer	12	0.0701
Clock buffer	3	0.0241
Sequential cell	26	0.333
Clock inverter	1	0.00219
Inverter	13	0.0285
Tap cell	108	0.0788
Multi-Input combinational cell	112	0.464
[worst max path at each step]
stage | from | end | slack [ns] | depth (start not counted)
CTS | l1.out[2]$_DFF_P_ | l1.counter[8]$_DFF_P_ | 2.24 | 13
global route | l1.out[2]$_DFF_P_ | l1.counter[8]$_DFF_P_ | 1.99 | 13
finish | l1.out[2]$_DFF_P_ | l1.counter[8]$_DFF_P_ | 2.28 | 13
[metal layers]
layer / GRT usage / part of all wire / vias to the layer above
li1: - / - / 559
met1: 0.0472 / 0.47 / 471
met2: 0.0649 / 0.47 / 12
met3: 0.00422 / 0.048 / 2
met4: 0.00743 / 0.018 / 0
met5: 0 / 0 / -
[per-stage QoR]
stage | setup slack [ns] | std cells | utilization | hold slack (ns)
after floorplan | 2.65 | 154 | - | 0.380
after global placement | 2.30 | 271 | 0.190 | 0.412
after detailed placement | 2.30 | 271 | 0.190 | 0.411
after CTS | 2.24 | 275 | 0.196 | 0.423
after global routing | 1.99 | 275 | 0.196 | 0.430
final | 2.28 | 275 | 0.196 | 0.418
