==> /design/flow/design.v <==
module LCD_Controller (	 
						iDATA,iRS,
						iStart,oDone,
						iCLK,iRST_N,
						LCD_DATA,
						LCD_RW,
						LCD_EN,
						LCD_RS	);
parameter	CLK_Divide	=	16;
input	[7:0]	iDATA;
input	iRS,iStart;
input	iCLK,iRST_N;
output	reg		oDone;
output	[7:0]	LCD_DATA;
output	reg		LCD_EN;
output			LCD_RW;
output			LCD_RS;
reg		[4:0]	Cont;
reg		[1:0]	ST;
reg		preStart,mStart;
assign	LCD_DATA	=	iDATA; 
assign	LCD_RW		=	1'b0;
assign	LCD_RS		=	iRS;
always@(posedge iCLK or negedge iRST_N)
begin
	if(!iRST_N)
	begin
		oDone	<=	1'b0;
		LCD_EN	<=	1'b0;
		preStart<=	1'b0;
		mStart	<=	1'b0;
		Cont	<=	0;
		ST		<=	0;
	end
	else
	begin
		preStart<=	iStart;
		if({preStart,iStart}==2'b01)
		begin
			mStart	<=	1'b1;
			oDone	<=	1'b0;
		end
		if(mStart)
		begin
			case(ST)
			0:	ST	<=	1;	 
			1:	begin
					LCD_EN	<=	1'b1;
					ST		<=	2;
				end
			2:	begin					
					if(Cont<CLK_Divide)
					Cont	<=	Cont+1;
					else
					ST		<=	3;
				end
			3:	begin
					LCD_EN	<=	1'b0;
					mStart	<=	1'b0;
					oDone	<=	1'b1;
					Cont	<=	0;
					ST		<=	0;
				end
			endcase
		end
	end
end
endmodule
module blackjack_lcd(
  input [4:0]dValue,
  input [4:0]pValue,
  input gameOver,
  input playerWon,
  input clk,
  input [5:0]currCard,
  output LCD_ON,     
  output LCD_BLON,     
  output LCD_RW,     
  output LCD_EN,     
  output LCD_RS,     
  inout [7:0] LCD_DATA     
  );
wire RESET_DELAY;
wire currCardMesg;
determineCard dc0(.card(currCard), .mesg(currCardMesg));
warm_up_time w0 ( .clk(clk), .ready(RESET_DELAY));
assign LCD_ON = 1'b1;
assign LCD_BLON = 1'b1;
reg [125:0] mesg;
wire [17:0] pScore;
wire [17:0] dScore;
determineScore dsp( .value(pValue), .mesg(pScore));
determineScore dsd( .value(dValue), .mesg(dScore));
LCD_TEST u1(
   .iCLK(clk),
   .iRST_N(RESET_DELAY),
	.mesg(mesg),
	.pScore(pScore),
	.dScore(dScore),
   .LCD_DATA(LCD_DATA),
   .LCD_RW(LCD_RW),
   .LCD_EN(LCD_EN),
   .LCD_RS(LCD_RS)
);
always@(*)
begin
  if(gameOver == 1'b0 && playerWon == 1'b0)
  begin
    mesg <= {9'h143, 9'h175, 9'h172, 9'h172, 9'h120, 9'h143, 9'h161, 9'h172, 9'h164, 9'h13A, 9'h120, currCardMesg, 9'h120};	
  end
  else if (gameOver == 1'b1 && playerWon == 1'b1)
  begin
    mesg <= {9'h120, 9'h120, 9'h120, 9'h159, 9'h16F, 9'h175, 9'h120, 9'h157 , 9'h16F , 9'h16E , 9'h121, 9'h120, 9'h120, 9'h120};
  end
  else if (gameOver == 1'b1 && playerWon == 1'b0)
  begin
    mesg <= {9'h120, 9'h120, 9'h144, 9'h165, 9'h161, 9'h16C, 9'h165, 9'h172, 9'h120, 9'h157 , 9'h16F , 9'h16E, 9'h120, 9'h120};
  end
  else
  begin
  mesg <= {9'h13F, 9'h13F, 9'h13F, 9'h13F, 9'h13F, 9'h13F, 9'h13F, 9'h13F, 9'h13F, 9'h13F , 9'h13F , 9'h13F, 9'h13F, 9'h13F};
  end
end
endmodule
module warm_up_time(
  input clk,
  output reg ready
  );
reg [19:0] time_took;
always@(posedge clk)
begin
  if(time_took < 20'hFFFFF)
  begin
    time_took <= time_took + 1'b1;
	 ready <= 1'b0;
  end
  else
  ready <= 1'b1;
end
endmodule
module	LCD_TEST (	 
					iCLK,iRST_N, mesg, pScore, dScore,
					LCD_DATA,LCD_RW,LCD_EN,LCD_RS	);
input			iCLK,iRST_N;
input [125:0] mesg;
input [17:0] pScore;
input [17:0] dScore;
output	[7:0]	LCD_DATA;
output			LCD_RW,LCD_EN,LCD_RS;
reg	[5:0]	LUT_INDEX;
reg	[8:0]	LUT_DATA;
reg	[5:0]	mLCD_ST;
reg	[17:0]	mDLY;
reg			mLCD_Start;
reg	[7:0]	mLCD_DATA;
reg			mLCD_RS;
wire		mLCD_Done;
parameter	LCD_INTIAL	=	0;
parameter	LCD_LINE1	=	5;
parameter	LCD_CH_LINE	=	LCD_LINE1+16;
parameter	LCD_LINE2	=	LCD_LINE1+16+1;
parameter	LUT_SIZE	=	LCD_LINE1+32+1;
always@(posedge iCLK or negedge iRST_N)
begin
	if(!iRST_N)
	begin
		LUT_INDEX	<=	0;
		mLCD_ST		<=	0;
		mDLY		<=	0;
		mLCD_Start	<=	0;
		mLCD_DATA	<=	0;
		mLCD_RS		<=	0;
	end
	else
	begin
		if(LUT_INDEX<LUT_SIZE)
		begin
			case(mLCD_ST)
			0:	begin
					mLCD_DATA	<=	LUT_DATA[7:0];
					mLCD_RS		<=	LUT_DATA[8];
					mLCD_Start	<=	1;
					mLCD_ST		<=	1;
				end
			1:	begin
					if(mLCD_Done)
					begin
						mLCD_Start	<=	0;
						mLCD_ST		<=	2;					
					end
				end
			2:	begin
					if(mDLY<18'h3FFFE)
					mDLY	<=	mDLY+1;
					else
					begin
						mDLY	<=	0;
						mLCD_ST	<=	3;
					end
				end
			3:	begin
					LUT_INDEX	<=	LUT_INDEX+1;
					mLCD_ST	<=	0;
				end
			endcase
		end
	end
end
always
begin
	case(LUT_INDEX)
	LCD_INTIAL+0:	LUT_DATA	<=	9'h038;
	LCD_INTIAL+1:	LUT_DATA	<=	9'h00C;
	LCD_INTIAL+2:	LUT_DATA	<=	9'h001;
	LCD_INTIAL+3:	LUT_DATA	<=	9'h006;
	LCD_INTIAL+4:	LUT_DATA	<=	9'h080;
	LCD_LINE1+0:	LUT_DATA	<=	9'h120;	 
	LCD_LINE1+1:	LUT_DATA	<=	mesg[8:0];
	LCD_LINE1+2:	LUT_DATA	<=	mesg[17:9];
	LCD_LINE1+3:	LUT_DATA	<=	mesg[26:18];
	LCD_LINE1+4:	LUT_DATA	<=	mesg[35:27];
	LCD_LINE1+5:	LUT_DATA	<=	mesg[44:36];
	LCD_LINE1+6:	LUT_DATA	<=	mesg[53:45];
	LCD_LINE1+7:	LUT_DATA	<=	mesg[62:54];
	LCD_LINE1+8:	LUT_DATA	<=	mesg[71:63];
	LCD_LINE1+9:	LUT_DATA	<=	mesg[80:72];
	LCD_LINE1+10:	LUT_DATA	<=	mesg[89:81];
	LCD_LINE1+11:	LUT_DATA	<=	mesg[98:90];
	LCD_LINE1+12:	LUT_DATA	<=	mesg[107:99];
	LCD_LINE1+13:	LUT_DATA	<=	mesg[116:108];
	LCD_LINE1+14:	LUT_DATA	<=	mesg[125:117];
	LCD_LINE1+15:	LUT_DATA	<=	9'h120;
	LCD_CH_LINE:	LUT_DATA	<=	9'h0C0;
	LCD_LINE2+0:	LUT_DATA	<=	9'h120;  
	LCD_LINE2+1:	LUT_DATA	<=	9'h120;  
	LCD_LINE2+2:	LUT_DATA	<=	9'h150;  
	LCD_LINE2+3:	LUT_DATA	<=	9'h13A;  
	LCD_LINE2+4:	LUT_DATA	<=	9'h120;  
	LCD_LINE2+5:	LUT_DATA	<=	pScore[17:9] ;  
	LCD_LINE2+6:	LUT_DATA	<=	pScore[8:0];  
	LCD_LINE2+7:	LUT_DATA	<=	9'h120;  
	LCD_LINE2+8:	LUT_DATA	<=	9'h120;  
	LCD_LINE2+9:	LUT_DATA	<=	9'h144;  
	LCD_LINE2+10:	LUT_DATA	<=	9'h13A;  
	LCD_LINE2+11:	LUT_DATA	<=	9'h120;  
	LCD_LINE2+12:	LUT_DATA	<=	dScore[17:9];  
	LCD_LINE2+13:	LUT_DATA	<=	dScore[8:0];  
	LCD_LINE2+14:	LUT_DATA	<=	9'h120;  
	LCD_LINE2+15:	LUT_DATA	<=	9'h120;  
	endcase
end
LCD_Controller 		u0	(	 
							.iDATA(mLCD_DATA),
							.iRS(mLCD_RS),
							.iStart(mLCD_Start),
							.oDone(mLCD_Done),
							.iCLK(iCLK),
							.iRST_N(iRST_N),
							.LCD_DATA(LCD_DATA),
							.LCD_RW(LCD_RW),
							.LCD_EN(LCD_EN),
							.LCD_RS(LCD_RS)	);
endmodule
module determineCard( card, mesg);
input [5:0]card;
output reg [17:0] mesg;
	assign card_value = card >> 3'd2;
	 always @(*)
	 begin
		case(card_value)
			4'b0000: mesg = {9'h120, 9'h141} ;  
			4'b0010: mesg = {9'h120, 9'h132};  
			4'b0011: mesg = {9'h120, 9'h133};  
			4'b0100: mesg = {9'h120, 9'h134};  
			4'b0101: mesg = {9'h120, 9'h135};  
			4'b0110: mesg = {9'h120, 9'h136};  
			4'b0111: mesg = {9'h120, 9'h137};  
			4'b1000: mesg = {9'h120, 9'h138};  
			4'b1001: mesg = {9'h120, 9'h139};  
			4'b1100: mesg = {9'h131, 9'h130};  
			4'b1101: mesg = {9'h120, 9'h14A};  
			4'b1110: mesg = {9'h120, 9'h151};  
			4'b1111: mesg = {9'h120, 9'h14B};  
			default: mesg = {9'h13F, 9'h13F};  
		endcase
	end
endmodule 
module determineScore( value, mesg);
input [4:0] value;
output reg [17:0] mesg;
always@(*)
begin
  case(value)
    5'b00000: mesg <= {9'h120, 9'h130 };  
	 5'b00001: mesg <= {9'h120, 9'h131 };  
	 5'b00010: mesg <= {9'h120, 9'h132 };  
	 5'b00011: mesg <= {9'h120, 9'h133 };  
	 5'b00100: mesg <= {9'h120, 9'h134 };  
	 5'b00101: mesg <= {9'h120, 9'h135 };  
	 5'b00110: mesg <= {9'h120, 9'h136 };  
	 5'b00111: mesg <= {9'h120, 9'h137 };  
	 5'b01000: mesg <= {9'h120, 9'h138 };  
	 5'b01001: mesg <= {9'h120, 9'h139 };  
	 5'b01010: mesg <= {9'h120, 9'h130 };  
	 5'b01011: mesg <= {9'h131, 9'h131 };  
	 5'b01100: mesg <= {9'h131, 9'h132 };  
	 5'b01101: mesg <= {9'h131, 9'h133 };  
	 5'b01110: mesg <= {9'h131, 9'h134 };  
	 5'b01111: mesg <= {9'h131, 9'h135 };  
	 5'b10000: mesg <= {9'h131, 9'h136 };  
	 5'b10001: mesg <= {9'h131, 9'h137 };  
	 5'b10010: mesg <= {9'h131, 9'h138 };  
	 5'b10011: mesg <= {9'h131, 9'h139 };  
	 5'b10100: mesg <= {9'h132, 9'h130 };  
	 5'b10101: mesg <= {9'h132, 9'h131 };  
	 5'b10110: mesg <= {9'h132, 9'h132 };  
	 5'b10111: mesg <= {9'h132, 9'h133 };  
	 5'b11000: mesg <= {9'h132, 9'h134 };  
	 5'b11001: mesg <= {9'h132, 9'h135 };  
	 5'b11010: mesg <= {9'h132, 9'h136 };  
	 5'b11011: mesg <= {9'h132, 9'h137 };  
	 5'b11100: mesg <= {9'h132, 9'h138 };  
	 5'b11101: mesg <= {9'h132, 9'h139 };  
	 5'b11110: mesg <= {9'h133, 9'h130 };  
	 5'b11111: mesg <= {9'h133, 9'h131 };  
	 endcase
end
endmodule
==> /design/flow/run.sh <==
#!/bin/bash
# OpenROAD 26Q1-2900-gdf79404cd8, Yosys 0.63+post, stock flow scripts
make -C /OpenROAD-flow-scripts/flow DESIGN_CONFIG=/design/flow/config.mk WORK_HOME=/design/flow/orfs finish
==> /design/flow/config.mk <==
export PLATFORM = sky130hd
export DESIGN_NAME = blackjack_lcd
export DESIGN_NICKNAME = blackjack_lcd
export VERILOG_FILES = /design/flow/design.v
export SDC_FILE = /design/flow/constraint.sdc
export NUM_CORES = 4
export LEC_CHECK = 1
export CORE_UTILIZATION = 30
==> /design/flow/constraint.sdc <==
current_design blackjack_lcd

set clk_period 2.6
set clk_io_pct 0.2

create_clock -name clk0 -period $clk_period [get_ports {clk}]

set non_clock_inputs [all_inputs -no_clocks]
set_input_delay [expr $clk_period * $clk_io_pct] -clock clk0 $non_clock_inputs
set_output_delay [expr $clk_period * $clk_io_pct] -clock clk0 [all_outputs]
==> results.cfg <==
; generated from flow reports
[run_status]
outcome = did not finish
lastStage = clock tree synthesis
tool.error = [error] [KeplerFormal.cpp:679] Workflow failed: Iso has multiple drivers: .LCD_DATA0, LCD_DATA[0]$_DFFE_PN0P_.Q0

[place]
post-place-ws_ns = 0.438
hpwl_mm = 7.99
port_buffers = 14
postPlaceCellArea_sq_um = 5440
finalWeightedCongestion = 0.945

[final_timing]
unconstrained_endpoints = 9
unclocked_pins = 9

[synth]
synth_cell_types = 75
synth.avg_cell_area_sq_um = 9.14
ys.flop_type = dfrtp_1
async_flop_share_pct = 63.0
ys_cells = 560
synth_flops = 81
edf_count = 20
yosys_area_sq_um = 5120
yosys_warnings = 8
syn_inst = 560
synth_area_sq_um = 5120

[floorplan]
rows = 47
ios = 32
fp.dieH_um = 133
die_w_um = 133
fp_util_pct = 30.8

[cts]
cts_resized = 0
ctsHoldBuffers = 0
cts_buffers = 9
clockBufferDepth = 2
cts-root-buf = clkbuf_16
cts_max_level = 3
cts_setup_buffers = 0
-- logic make-up after synthesis --
logic type                 Yosys count  share of synthesized area, %
muxes                               24                          5.50
and+or+nand+nor                    215                          22.8
xor gates and xnor gates            34                          5.82
buffers and inverters               59                          5.13
latches                              9                          2.64
adders and majority gates           20                          4.89
AOI/OAI and AO/OA                  125                          16.0
DFF                                 72                          37.1
other                                2                         0.147
-- Yosys cell counts, types with 13 or more instances --
| master | n | share of area (%) |
|---|---|---|
| nand2_1 | 57 | 4.2 |
| dfrtp_1 | 49 | 24 |
| o21ai_0 | 34 | 3.3 |
| nor2_1 | 31 | 2.3 |
| nand3_1 | 30 | 2.9 |
| a21oi_1 | 28 | 2.7 |
| xnor2_1 | 23 | 3.9 |
| inv_1 | 22 | 1.6 |
| edfxtp_1 | 20 | 12 |
| ha_1 | 20 | 4.9 |
| clkbuf_1 | 17 | 1.2 |
| mux2_2 | 13 | 2.9 |
| nand2b_1 | 13 | 1.6 |
-- through the flow --
stage,instances,power [mW]
2_1_floorplan,561,1.25
3_3_place_gp,769,1.29
3_5_place_dp,769,1.29
No activity file was given, so power comes from the tool's default toggle rates.
