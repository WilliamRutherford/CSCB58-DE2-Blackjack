--- flow/constraint.sdc ---
current_design adder

set clk_period 4.0
set clk_io_pct 0.2

create_clock -name clk0 -period $clk_period [get_ports {clk}]

set non_clock_inputs [all_inputs -no_clocks]
set_input_delay [expr $clk_period * $clk_io_pct] -clock clk0 $non_clock_inputs
set_output_delay [expr $clk_period * $clk_io_pct] -clock clk0 [all_outputs]
--- flow/config.mk ---
export PLATFORM = sky130hd
export DESIGN_NAME = adder
export DESIGN_NICKNAME = adder
export VERILOG_FILES = /design/flow/design.v
export SDC_FILE = /design/flow/constraint.sdc
export NUM_CORES = 4
export LEC_CHECK = 1
export CORE_AREA = 10 10 70 70
export DIE_AREA = 0 0 80 80
--- flow/design.v ---
module adder(clk, card_point, out, hit, pass, reset, count2, dealerTurn);
input [3:0] card_point;
input hit, pass, reset, clk, count2, dealerTurn;
output reg [5:0] out;
reg count = 0;
reg [5:0] out_n = 0;
always @(posedge clk)
begin
if(reset == 1) begin
count = 0;
out = 6'd0;
out_n = 6'd0;
end else if(count == 0 && reset == 0 && dealerTurn == 0) begin
out_n = out_n + card_point;
end else if (count == 1 && reset == 0 && dealerTurn == 0) begin
out_n = out_n + card_point;
count = count + 1'd1;
end else if(pass==0 && hit==1 && count > 1 && count2==1 && card_point==1 && out_n < 4'd11 && dealerTurn == 0)begin
out_n = out_n + card_point +4'd10;
end else if(pass==0 && hit==1 && count > 1 && dealerTurn == 0) begin
out_n = out_n + card_point;
end
out = out_n;
end
endmodule
module adderD(clk, card_point, out, reset, count2, dealerTurn);
input [3:0] card_point;
input reset, clk, count2, dealerTurn;
output reg [5:0] out;
reg count = 0; 
reg [5:0] out_n = 0;
always @(posedge clk)
begin
if(reset == 1) begin
count = 0;
out = 6'd0;
out_n = 6'd0;
end else if(count == 0 && reset == 0 && dealerTurn == 1) begin
out_n = out_n + card_point;
count = count +1'd1;
end else if(count != 0 && count2==1 && card_point==1 && out_n < 4'd11 && dealerTurn == 1)begin
out_n = out_n + card_point +4'd10;
end else if(count != 0 && out_n < 5'd17 && dealerTurn == 1) begin
out_n = out_n + card_point;
end
out = out_n;
end
endmodule
--- flow/run.sh ---
#!/bin/bash
# OpenROAD 26Q1-2900-gdf79404cd8, Yosys 0.63+post, stock flow scripts
make -C /OpenROAD-flow-scripts/flow DESIGN_CONFIG=/design/flow/config.mk WORK_HOME=/design/flow/orfs finish
==> results_slide.txt <==
Key Metrics from the Run

Run
  • Tool Warnings: 28
  • Max-Cap Viols: 0

Detailed routing
  • Router iterations before antenna repair: 4
  • Routed WL per cell: 9.07 um
  • ANT nets after route: 0
  • Antenna Cells: 0
  • Initial drt markers: 38
  • Vias post-DR: ~370
  • Residual DRC: 0
  • Routed WL: about 1000 um
  • Routed vias/inst: 3.42

Floorplanning
  • IO Pins: 16
  • Rows: 21
  • Core area: around 3400 um^2
  • Die area: about 6400 um^2
  • Die Ht: about 80 um
  • Die W: roughly 80 um
  • Init Core Util: 0.147

Power
  • Switching Share: 0.228
  • Clock share of power: 0.337
  • Part of the power in combinational logic: 0.177
  • Leakage: 0.272 nW
  • Max rail drop VDD: ~120 uV
  • Internal Pwr Total: around 0.21 mW
  • Switching power total: between 0.06 and 0.07 mW
  • Pwr per Cell Area: 391 nW/um^2
  • Flop pwr share: 0.485

Final timing
  • Slew headroom: 0.755
  • Final setup viols: 0
  • Final Hold Fails: 0
  • Actual slew at the worst max-slew pin: roughly 0.37 ns
  • Max-slew violations: 0
  • RSZ-0062 raised after global routing: false
  • Period Utilization, post-route: 0.572
  • Fmax: approximately 440 MHz
  • Worst clock skew: 0.00146 ns
  • Fin crit period: ~2.3 ns
  • Post-route setup slack: ~1.7 ns
  • Setup TNS Final: 0 ns
  • Fin Hold WS: between 0.5 and 0.6 ns

CTS
  • Clock slew at reported path FFs: around 0.07 ns
  • Clk Latency, worst-skew pair: 0.26 ns
  • CTS Hold Bufs: 0
  • Resized cells post-CTS: 0
  • Clock sink total: 12
  • CTS H-tree lvls: 1
  • CTS tree: yes
  • Root buf cell: clkbuf_4
  • Total setup buffers inserted after CTS: 0
  • Total CTS buffers: 3
  • CTS max path bufs: 2

Global route
  • Pin count of the biggest net entering global routing: 12
  • Gr usage total: 0.0322
  • Number of global-route vias before repair: roughly 340
  • Congestion Overflow GR: 0
  • Initial antenna violation count: 0
  • First-pass GRT wire length: between 1.5 and 2 mm

Cells and area
  • Comb gate area: ~240 um^2
  • P&R area growth vs syn: 40.5%
  • Layout cell share with drive strength beyond 1: 0.0794
  • Sequential Area: approximately 240 um^2
  • Top Layout Cells: 12 x clkdlybuf4s50_1, 12 x dfxtp_1, 9 x nor2_1
  • Fill cells: approximately 380
  • Finished Cell Area: 707 um^2
  • Non-filler instance count after layout: between 100 and 150

Setup path
  • Worst-path cell chain: clkdlybuf4s50_1, ha_1, inv_1, fa_1, nand2b_1, a211oi_2, xnor2_1, nor2_1
  • Worst Setup Start Kind: primary input
  • Crit path kind: primary input to register
  • Largest stage delay on the critical path: 0.46 ns
  • Crit end category: register
  • Max FO, Critical Path: 2
  • WP data required: roughly 4.1 ns
  • CP Data Arrival Time: 2.43 ns
  • Slowest-stage cell, CP: clkdlybuf4s50_1

Yosys
  • Async SR Flop Fraction: 0
  • Flops after synth: 12
  • Cell count after synthesis: slightly below 50
  • Ys cells: slightly below 50
  • Distinct lib cells used: 19
  • Top cells, area: dfxtp_1 48%, ha_1 10%, nor2_1 6.7%
  • Netlist Area Pre-Place: 503 um^2
  • Yosys chip area: 503 um^2
  • Yosys top cell by area: dfxtp_1
  • Synth Flop Type: dfxtp_1
  • Max-area cell share: 0.478
  • Sequential share of the synthesized area: 0.478
  • Post-synth EDFFs: 0
  • Mapped Avg Cell Area: approximately 10 um^2
  • Synthesis Warnings: 1

Placement
  • Placed cells: 105
  • IO buf count: 12
  • Post-DP HPWL: ~790 um
  • Post-place instance area: between 600 and 700 um^2
  • RePlAce Congestion: around 0.73
  • Place WS: around 1.4 ns

Hold path
  • Worst Hold Class: register to register

Status
  • Status: completed
[worst max-delay path: cells and delay by family]
kind            cells  cell delay (ns)
compound gates      1             0.20
simple gates        2             0.23
xor+xnor            1             0.14
fa+ha+maj           2             0.55
buf+inv             2             0.51
[state kept, by name (all words and copies together) (netlist names)]
signal,count
out_n,6
out,6
[cell type report]
| type | count | share of cell area |
|---|---|---|
| Sequential cell | 12 | 0.340 |
| Timing Repair Buffer | 12 | 0.170 |
| Inverter | 3 | 0.0159 |
| Clock buffer | 4 | 0.0513 |
| Tap cell | 46 | 0.0814 |
| Multi-Input combinational cell | 32 | 0.342 |
[Yosys cell counts, types with 2 or more instances]
| library cell | instances |
|---|---|
| xnor2_1 | 2 |
| ha_1 | 4 |
| inv_1 | 3 |
| dfxtp_1 | 12 |
| a21oi_1 | 4 |
| nor2_1 | 9 |
| buf_2 | 2 |
| nand2b_1 | 2 |
[power by group through the flow]
| stage | registers (mW) | logic [mW] | clock network [mW] |
|---|---|---|---|
| finish | 0.134 | 0.0490 | 0.0932 |
| CTS | 0.134 | 0.0498 | 0.0970 |
| global route | 0.136 | 0.0554 | 0.103 |
[metal layers]
layer,GRT usage,part of all wire
met5,0,0
met4,0.00176,0.0081
met3,0.0216,0.11
met2,0.0482,0.44
met1,0.0393,0.44
[cells by family after synthesis]
kind of cell,count (synthesis),share of synthesized area
adders and majority gates,5,0.139
muxes,1,0.0199
and+or+nand+nor,15,0.152
AOI/OAI and AO/OA,8,0.117
DFF,12,0.478
xor gates and xnor gates,3,0.0522
buffers and inverters,5,0.0423
[path summary, 6_finish.rpt]
path / slack (ns) / endpoint / depth (start not counted) / start
setup / recovery: 1.71 / out[4] / 8 / card_point[0]
setup reg to reg: 2.38 / out[4] / 7 / out_n[0]
hold / removal: 0.53 / out[5] / 2 / out_n[5]
hold reg to reg: 0.53 / out[5] / 2 / out_n[5]
[stage by stage]
step / power, mW / utilization
after detailed placement: 0.187 / 0.196
after global routing: 0.294 / 0.207
after floorplan: 0.165 / -
final: 0.276 / 0.207
after global placement: 0.186 / 0.196
after CTS: 0.281 / 0.207
Power and IR drop assume default switching activity.
